### ./config.mk
export PLATFORM = sky130hd
export DESIGN_NAME = decode
export DESIGN_NICKNAME = decode
export VERILOG_FILES = /design/flow/design.v
export SDC_FILE = /design/flow/constraint.sdc
export NUM_CORES = 4
export LEC_CHECK = 1
export CORE_AREA = 10 10 70 70
export DIE_AREA = 0 0 80 80
### ./run.sh
#!/bin/bash
# OpenROAD 26Q1-2900-gdf79404cd8, Yosys 0.63+post, stock flow scripts
make -C /OpenROAD-flow-scripts/flow DESIGN_CONFIG=/design/flow/config.mk WORK_HOME=/design/flow/orfs finish
### ./design.v
module decode
(
	input [31:0] instruction,
	output [6:0] opcode,
	output [4:0] rd_addr,
	output [2:0] funct3,
	output [4:0] rs1_addr,
	output [4:0] rs2_addr,
	output [6:0] funct7,
	output [3:0] inst_type,
	output [31:0] immediate,
	output opcode_valid
);
	wire sign;
	assign opcode	= instruction[6:0];
	assign rd_addr	= instruction[11:7];
	assign funct3 	= instruction[14:12];
	assign rs1_addr	= instruction[19:15];
	assign rs2_addr	= instruction[24:20];
	assign funct7	= instruction[31:25];
	assign sign	= instruction[31];
	assign inst_type =	(opcode == 7'b0110111) ?	3'b100:
				(opcode == 7'b0010111) ?	3'b100:
				(opcode == 7'b1101111) ?	3'b101:
				(opcode == 7'b1100111) ?	3'b001:
				(opcode == 7'b1100011) ?		3'b011:
				(opcode == 7'b0000011) ?	3'b001:
				(opcode == 7'b0100011) ?		3'b010:
				(opcode == 7'b0010011) ?		3'b001:
				(opcode == 7'b0110011) ?		3'b000:
				(opcode == 7'b0001111) ?	3'b001:
				(opcode == 7'b1110011) ?	3'b001:
				3'b111;
	assign immediate =	(inst_type == 3'b001) ? {{20{sign}}, funct7, rs2_addr}:
				(inst_type == 3'b010) ? {{20{sign}}, funct7, rd_addr}:
				(inst_type == 3'b100) ? {funct7, rs2_addr, rs1_addr, funct3, {12{1'b0}}}: 
				(inst_type == 3'b101) ? {{12{sign}}, rs1_addr, funct3, rs2_addr[0], funct7[5:0], rs2_addr[4:1], 1'b0}:
				(inst_type == 3'b011) ? {{20{sign}}, rd_addr[0], funct7[5:0], rd_addr[4:1], 1'b0}: 
				{32{1'b0}};
	assign opcode_valid =	!(opcode == 3'b111);
endmodule
### ./constraint.sdc
current_design decode

set clk_period 5.4
set clk_io_pct 0.2

create_clock -name clk0 -period $clk_period

set non_clock_inputs [all_inputs -no_clocks]
set_input_delay [expr $clk_period * $clk_io_pct] -clock clk0 $non_clock_inputs
set_output_delay [expr $clk_period * $clk_io_pct] -clock clk0 [all_outputs]
==> impl_metrics.json <==
{
  "ys_chip_area_mm2": 0.00108,
  "dieArea_mm2": 0.00640,
  "cp_top_family": "buffers and inverters",
  "top_logic_kind": "AND-OR/OR-AND gates",
  "timing.final.setup_violations": 0,
  "global_route_wire_length_before_repair_um": 6860,
  "floorplanUtilization": 0.316,
  "worstHoldStart": "instruction[12]",
  "yosys.area_share.aoi": 0.394,
  "netlist.top_cell.by_area": "sky130_fd_sc_hd__buf_4",
  "synth-adder-area-share": 0,
  "synth_area_leaders": "sky130_fd_sc_hd__buf_4 (23%), sky130_fd_sc_hd__a21oi_1 (13%), sky130_fd_sc_hd__o21ai_2 (8.1%)",
  "least_margin_pin_slew_ns": 0.733,
  "route.antenna.diode_count": 0,
  "postCtsHoldBufs": 0,
  "min_to": "funct3[0]",
  "die_width_um": 80,
  "holdPathStages": 2,
  "synthMostInstantiatedCell": "sky130_fd_sc_hd__buf_4",
  "grt_pass1_vias": 1329,
  "ant_nets": 0,
  "ys_warn_count": 0,
  "place.detailed.hpwl_um": 3650,
  "ys_seq_frac": 0,
  "worst_ir_drop_vdd_mv": 0.0334,
  "grt_antenna_before_repair": 0,
  "setup.worst_path.start_class": "primary input",
  "required_ns": 4.32,
  "cp_cell_sequence": "clkdlybuf4s50_1 -> buf_4 -> or3b_1 -> o211ai_2 -> o21bai_4 -> o211ai_2 -> clkdlybuf4s50_1",
  "timing.fmax_mhz": 208,
  "cell_row_count": 21,
  "grt_max_degree": 18,
  "drtPass1Iterations": 4,
  "final_layout_size_suffix_gt1_frac": 0.118,
  "core_area_mm2": 0.00342,
  "remaining_global_route_overflow": 0,
  "numSequentialCells": 0,
  "via_count": 1335,
  "drt-total-wl_um": 4360,
  "final.min_clock_period_ns": 4.80,
  "post_synthesis_mux_area_share": 0.0104,
  "critPathSlowestCell": "sky130_fd_sc_hd__o211ai_2",
  "buffering_stage_count_on_the_worst_path_with_inverters_included": 3,
  "critical-path-max-stage-delay_ns": 0.65,
  "xor_area_frac": 0,
  "count_of_boundary_i_o_pins": 101,
  "power-per-cell-area_mw_per_mm2": 56.8,
  "yosys.cell_types.count": 39,
  "syn_area_mm2": 0.00108,
  "timing.critical_path.from": "instruction[4]",
  "drv.max_cap_violation_count": 0,
  "final-max-slew-violation-count": 0,
  "setup_tns_ns": 0,
  "numPortBuffers": 100,
  "hold_class": "primary input to output pin",
  "drt_iter0_markers": 123,
  "clkbuf_count": 0,
  "leakage_nw": 0.693,
  "area_delta_synth_final_pct": 71.8,
  "grtUsageTotal": 0.126,
  "die_height_um": 80,
  "report.power.total_uw": 105,
  "crit_path_capture_type": "output pin",
  "ys_cells": 161,
  "post_synth_and_or_nand_nor_area_fraction": 0.290,
  "routed_via_density": 5.00,
  "synthTopCellsByCount": "sky130_fd_sc_hd__buf_4 (33), sky130_fd_sc_hd__a21oi_1 (28), sky130_fd_sc_hd__nand2_1 (14)",
  "place.gp.congestion": 0.858,
  "setup_repair_after_global_routing_missed_its_margin": "false",
  "final-seq-area_um2": 0,
  "drcViolationCount": 0,
  "synthesis.area_per_instance_um2": 6.70,
  "route.detailed.wl_per_inst_um": 16.3,
  "synthesized_instance_count": 161,
  "cts-resized-gates": 0,
  "hold_viol_final": 0,
  "min_period_over_period": 0.888,
  "crit_fanout": 15,
  "status": "finished clean",
  "synthDominantCellAreaShare": 0.230,
  "slew-limit-headroom": 0.510,
  "tool_warnings": 32,
  "worstPathArrival_ns": 3.72,
  "crit_type": "primary input to output pin",
  "postCtsSetupRepairBufs": 0
}
-- power breakdown --
| part | total [mW] | switching, mW | internal [mW] |
|---|---|---|---|
| Sequential | 0 | 0 | 0 |
| Clock | 0 | 0 | 0 |
| Combinational | 0.105 | 0.0388 | 0.0663 |
-- how the worst max path moves through the flow --
stage / to / slack [ns] / depth (start not counted)
CTS: immediate[11] / 0.54 / 7
global route: immediate[11] / 0.43 / 7
finish: immediate[11] / 0.60 / 7
-- through the flow --
stage                     setup WS [ns]  cell area (um^2)  hold slack [ns]  instances   util
final                             0.603              1850             2.99        267  0.542
after global routing              0.435              1850             3.01        267  0.542
after CTS                         0.543              1850             3.00        267  0.542
after detailed placement          0.548              1850             2.99        267  0.542
after global placement            0.626              1850             3.00        267  0.542
after floorplan                    2.25              1080             2.23        161      -
-- final cells by class --
| type | count | area, um^2 |
|---|---|---|
| inverter | 3 | 11.3 |
| fill | 324 | 1560 |
| tap | 46 | 57.6 |
| multi-input combinational | 114 | 753 |
| timing repair buffer | 104 | 1030 |
-- cell families after synthesis --
logic type	count (synthesis)
other	1
and+or+nand+nor	52
muxes	1
buffers and inverters	47
AOI/OAI and AO/OA	60
-- layer usage --
metal,share of wire,global-route usage,up-vias
met1,0.40,0.152,594
met2,0.46,0.215,66
li1,-,-,675
met5,0,0,-
met4,0,0,0
met3,0.13,0.0545,0
-- cell usage in the layout, fill, tap and decap left out, drive strengths merged, types with 2 or more instances in the layout --
cell type / Yosys / routed
clkdlybuf4s50: 0 / 100
a21oi: 29 / 29
o21ai: 15 / 15
nand2: 14 / 14
and2: 7 / 7
nor2: 5 / 5
nand3: 5 / 5
a22o: 4 / 4
buf: 44 / 4
nand2b: 3 / 3
or2: 3 / 3
nand3b: 3 / 3
inv: 3 / 3
or3b: 2 / 2
o22ai: 2 / 2
and3: 2 / 2
o211ai: 2 / 2
o21bai: 2 / 2
Power figures rest on the tool's default switching activity, not on a simulated workload.
