==> design.v <==
module program_counter
#(	parameter DATA_WIDTH = 32)
(
	input clk,
	input [DATA_WIDTH-1:0] addr_offset,
	input [DATA_WIDTH-1:0] alu_result,
	input [2:0] jump_type,
	input update_pc,
	output [DATA_WIDTH-1:0] pc_current,
	output [DATA_WIDTH-1:0] pc_plus_4,
	output [DATA_WIDTH-1:0] pc_next,
	output pc_next_valid
);
	reg [DATA_WIDTH-1:0] program_counter;
	initial begin
		program_counter = 32'b0;
	end
	wire [DATA_WIDTH-1:0] pc_offset;
	wire [DATA_WIDTH-1:0] jalr_addr;
	wire [31:0] _pc_next;
	assign pc_current = program_counter;
	assign pc_plus_4 = program_counter + 32'h4;
	assign pc_offset = program_counter + addr_offset;
	assign jalr_addr = {alu_result[DATA_WIDTH-1:1], 1'b0};  
	assign _pc_next =	(jump_type == 3'b010 && alu_result[0] == 1'b0) ? pc_offset:
				(jump_type == 3'b011 && alu_result[0] == 1'b1) ? pc_offset:
				(jump_type == 3'b100) ? pc_offset:
				(jump_type == 3'b101) ? jalr_addr:
				(jump_type == 3'b111) ? {DATA_WIDTH{1'b0}}:
				pc_plus_4;
	assign pc_next = {_pc_next[31:2], 2'b0};
	assign pc_next_valid = _pc_next[1:0] == 2'b00;
	always @ (posedge clk) begin
		if(update_pc) begin
			program_counter <= pc_next;
		end
	end
endmodule
==> run.sh <==
#!/bin/bash
# OpenROAD 26Q1-2900-gdf79404cd8, Yosys 0.63+post, stock flow scripts
make -C /OpenROAD-flow-scripts/flow DESIGN_CONFIG=/design/flow/config.mk WORK_HOME=/design/flow/orfs finish
==> config.mk <==
export PLATFORM = sky130hd
export DESIGN_NAME = program_counter
export DESIGN_NICKNAME = program_counter
export VERILOG_FILES = /design/flow/design.v
export SDC_FILE = /design/flow/constraint.sdc
export NUM_CORES = 4
export LEC_CHECK = 1
export CORE_UTILIZATION = 30
==> constraint.sdc <==
current_design program_counter

set clk_period 15.4
set clk_io_pct 0.2

create_clock -name clk0 -period $clk_period [get_ports {clk}]

set non_clock_inputs [all_inputs -no_clocks]
set_input_delay [expr $clk_period * $clk_io_pct] -clock clk0 $non_clock_inputs
set_output_delay [expr $clk_period * $clk_io_pct] -clock clk0 [all_outputs]
==> qor.json <==
{
  "status": "completed",
  "p_total_w": 0.000477,
  "number_of_enable_flip_flop_cells": 30,
  "synth-cells-yosys": 470,
  "total_leakage_power_nw": 2.28,
  "ant_nets": 0,
  "async_flop_share_pct": 0,
  "grt_max_degree": 59,
  "ys_chip_area_um2": 3860,
  "net-switching-power_w": 0.000169,
  "clock_sinks": 30,
  "nFillCells": 1230,
  "grtUsageTotal_pct": 22.3,
  "layout-drive-gt1-share_pct": 4.02,
  "vias": 4217,
  "number_of_antenna_violations_at_the_first_check_in_global_routing": 0,
  "die_height_um": 115,
  "finalMaxSlewViolations": 0,
  "synthesis.instances": 470,
  "detail_route.antenna_diodes": 0,
  "route.detailed.drc": 0,
  "reg2reg_setup_slack_ps": 12170,
  "final_common_cell": "sky130_fd_sc_hd__clkdlybuf4s50_1",
  "drtPass1Iterations": 5,
  "worstPathArrival_ps": 6550,
  "cp.required_ps": 12320,
  "placement_rows": 41,
  "timing.fmax_ghz": 0.104,
  "htree_num_levels": 2,
  "internal_power_w": 0.000308,
  "grt-ovfl-total": 0,
  "hold_path_startpoint": "program_counter[2]",
  "place.gp.congestion": 0.904,
  "pwr-share-comb_pct": 53.9,
  "reg2reg_from": "program_counter[3]",
  "finalSetupViolations": 0,
  "postCtsSetupRepairBufs": 0,
  "core_area_um2": 12600,
  "regMostFlops": "program_counter",
  "netlist_area_um2": 3860,
  "pwrdens_nw_per_um2": 83.0,
  "syn_area_per_cell_um2": 8.21,
  "grt_pass1_wl_um": 22500,
  "floorplan.die_area_um2": 13300,
  "yosys_most_used_dff": "sky130_fd_sc_hd__edfxtp_1",
  "post_cts_resize_count": 0,
  "yosysTopAreaCell": "sky130_fd_sc_hd__edfxtp_1",
  "fin_skew_ps": 4.92,
  "floorplanUtilization_pct": 30.7,
  "yosys.area.top_type_share_pct": 23.3,
  "worst_setup_path_end_kind": "output pin",
  "reg2reg_to": "program_counter[28]",
  "area_growth_syn_to_layout_pct": 49.1,
  "min_path_type": "flop to flop",
  "final_hold_viol_count": 0,
  "max-clock-path-buffers": 2,
  "tool_warnings": 25,
  "yosys_warnings": 1,
  "largest_register_ff_count": 30,
  "cp-startpoint": "addr_offset[2]",
  "slew_headroom_pct": 39.3,
  "viasPerCell": 5.31,
  "cts.reportedPaths.clkPinSlew_ps": 50,
  "p_clk_share_pct": 20.0,
  "final_clock_period_utilization_by_the_worst_path_pct": 62.5,
  "criticalPathCategory": "primary input to output pin",
  "top_regs": "program_counter: 30 flops",
  "die_width_um": 115,
  "worst_hold_endpoint": "program_counter[2]",
  "port_buffers": 159,
  "sw_frac_of_total_pct": 35.4,
  "timing.final.crit_period_ps": 9630,
  "post_synth_main_area_contributors": "sky130_fd_sc_hd__edfxtp_1 23%, sky130_fd_sc_hd__ha_1 9.7%, sky130_fd_sc_hd__a21oi_1 7.4%, sky130_fd_sc_hd__xnor2_1 6.1%, sky130_fd_sc_hd__and3_1 5.2%",
  "clk-insertion-delay-late_ps": 280,
  "reg2reg_depth": 8,
  "worstMarginPinSlew_ps": 909,
  "yosys_register_bits": 30,
  "synth.lib_cells_used.distinct": 64,
  "io_pins": 166,
  "number_of_buffers_inserted_during_clock_tree_synthesis": 5,
  "cts_hold_repair.buffers": 0,
  "grt_pass1_vias": 4262,
  "grt_setup_unrepaired": "false",
  "whs_path_depth": 3,
  "cts.root.buffer_cell": "sky130_fd_sc_hd__clkbuf_16",
  "routed_wirelength_um": 14400,
  "wl_per_cell_um": 18.1,
  "finalSetupTns_ps": 0,
  "drv_cap": 0,
  "yosys.stat.seqShare_pct": 23.3,
  "start_kind": "primary input",
  "critPathMaxFanout": 5,
  "layout_top_cells_excl_fill_tap": "159 x sky130_fd_sc_hd__clkdlybuf4s50_1, 57 x sky130_fd_sc_hd__a21oi_1, 33 x sky130_fd_sc_hd__nand2_1",
  "worst_ir_drop_vdd_mv": 0.0379,
  "detailed_place_hpwl_um": 10900,
  "drt_iter0_drc": 257,
  "p_seq_share_pct": 26.0,
  "cts_tree": "yes"
}
[per-stage QoR]
stage / area (um^2) / hold slack, ps / cells / setup slack [ps] / utilization, %
3_3_place_gp: 5620 / 866 / 786 / 5820 / 44.7
3_5_place_dp: 5620 / 881 / 786 / 5820 / 44.7
5_1_grt: 5750 / 974 / 794 / 5550 / 45.8
6_report: 5750 / 885 / 794 / 5770 / 45.8
2_1_floorplan: 3880 / 718 / 475 / 7040 / -
4_1_cts: 5750 / 893 / 794 / 5800 / 45.8
[metal layers]
layer  vias to the layer above  wire [um]  GRT usage (%)
li1                       2090          -              -
met4                         0        159           3.20
met2                       164       6430           35.4
met5                         -          0              0
met3                         8       1020           4.48
met1                      1955       6760           32.8
[critical path, cell delays in order]
cell	delay, ps
sky130_fd_sc_hd__clkdlybuf4s50_1	460
sky130_fd_sc_hd__ha_1	210
sky130_fd_sc_hd__fa_1	230
sky130_fd_sc_hd__a21o_1	150
sky130_fd_sc_hd__nand4_1	170
sky130_fd_sc_hd__a211oi_1	390
sky130_fd_sc_hd__a21oi_1	250
sky130_fd_sc_hd__a211oi_1	560
sky130_fd_sc_hd__a2111oi_0	220
sky130_fd_sc_hd__nor3_1	300
sky130_fd_sc_hd__clkdlybuf4s50_1	530
[worst max path at each step]
stage	to
after CTS	pc_next[31]
after global routing	pc_next[30]
final	pc_next[30]
[cells by family after synthesis]
| family | count (synthesis) | synth area share (%) |
|---|---|---|
| and+or+nand+nor | 162 | 22.6 |
| AOI/OAI and AO/OA | 154 | 26.1 |
| xor gates and xnor gates | 48 | 11.3 |
| buffers and inverters | 36 | 4.15 |
| adders and majority gates | 31 | 10.2 |
| DFF | 30 | 23.3 |
| muxes | 8 | 2.14 |
| other | 1 | 0.0972 |
[Yosys cell counts (7+ instances only)]
cell / n
sky130_fd_sc_hd__a21oi_1: 57
sky130_fd_sc_hd__inv_1: 11
sky130_fd_sc_hd__xnor2_1: 27
sky130_fd_sc_hd__clkbuf_1: 16
sky130_fd_sc_hd__a31oi_1: 7
sky130_fd_sc_hd__nand3_1: 15
sky130_fd_sc_hd__a21o_1: 13
sky130_fd_sc_hd__and3_1: 32
sky130_fd_sc_hd__and2_1: 7
sky130_fd_sc_hd__nand4_1: 10
sky130_fd_sc_hd__nor3_1: 9
sky130_fd_sc_hd__nor2_1: 24
sky130_fd_sc_hd__nand2_1: 33
sky130_fd_sc_hd__o21ai_0: 17
sky130_fd_sc_hd__ha_1: 30
sky130_fd_sc_hd__a211oi_1: 22
sky130_fd_sc_hd__xor2_1: 19
sky130_fd_sc_hd__edfxtp_1: 30
[layout make-up]
| cell class | instances | area, um^2 | share of cell area (%) |
|---|---|---|---|
| timing repair buffer | 164 | 1630 | 28.3 |
| clock buffer | 5 | 125 | 2.17 |
| tap | 172 | 215 | 3.74 |
| clock inverter | 3 | 11.3 | 0.196 |
| inverter | 11 | 41.3 | 0.718 |
| sequential | 30 | 901 | 15.7 |
| multi-input combinational | 409 | 2830 | 49.2 |
[power groups by stage]
| stage | sequential, W | clock, W | combinational (W) |
|---|---|---|---|
| 5_1_grt | 0.000127 | 0.000102 | 0.000284 |
| 6_report | 0.000124 | 0.0000955 | 0.000257 |
| 4_1_cts | 0.000124 | 0.0000993 | 0.000257 |
No activity file was given, so power comes from the tool's default toggle rates.
