$ cat /design/flow/run.sh
#!/bin/bash
# OpenROAD 26Q1-2900-gdf79404cd8, Yosys 0.63+post, stock flow scripts
make -C /OpenROAD-flow-scripts/flow DESIGN_CONFIG=/design/flow/config.mk WORK_HOME=/design/flow/orfs finish
$ cat /design/flow/config.mk
export PLATFORM = sky130hd
export DESIGN_NAME = alu
export DESIGN_NICKNAME = alu
export VERILOG_FILES = /design/flow/design.v
export SDC_FILE = /design/flow/constraint.sdc
export NUM_CORES = 4
export LEC_CHECK = 1
export CORE_UTILIZATION = 30
$ cat /design/flow/constraint.sdc
current_design alu

set clk_period 17.5
set clk_io_pct 0.2

create_clock -name clk0 -period $clk_period

set non_clock_inputs [all_inputs -no_clocks]
set_input_delay [expr $clk_period * $clk_io_pct] -clock clk0 $non_clock_inputs
set_output_delay [expr $clk_period * $clk_io_pct] -clock clk0 [all_outputs]
$ cat /design/flow/design.v
module alu
#(	parameter DATA_WIDTH = 32)
(
	input [3:0] alu_op,
	input [DATA_WIDTH-1:0] operand_a,
	input [DATA_WIDTH-1:0] operand_b,
	output [DATA_WIDTH-1:0] result
);
	assign result =	(alu_op == 4'b0000)	? operand_a + operand_b:  
			(alu_op == 4'b0001)	? operand_a - operand_b:  
			(alu_op == 4'b0010)	? operand_a & operand_b:  
			(alu_op == 4'b0011)	? operand_a | operand_b:  
			(alu_op == 4'b0100)	? operand_a ^ operand_b:  
			(alu_op == 4'b0101)	? operand_a << operand_b[4:0]:  
			(alu_op == 4'b0110)	? operand_a >> operand_b[4:0]:  
			(alu_op == 4'b0111)	? $signed($signed(operand_a) >>> operand_b[4:0]):  
			(alu_op == 4'b1000)	? {{DATA_WIDTH-1{1'b0}}, $signed(operand_a) < $signed(operand_b)}:  
			(alu_op == 4'b1001)	? {{DATA_WIDTH-1{1'b0}}, operand_a < operand_b}:  
			(alu_op == 4'b1010)	? {{DATA_WIDTH-1{1'b0}}, operand_a == operand_b}:  
			{DATA_WIDTH{1'b0}};
endmodule
==> job_summary.md <==
### Yosys + OpenROAD results

| Metric | Value |
|---|---|
| Dpl cells | 1664 |
| Total grt overflow | 0 |
| OpenROAD warnings | 97 |
| P&R area growth vs syn | 13.6% |
| Layout cells sized above 1 | 0.0871 |
| Filler cells | 3026 |
| CP Capture Point | result[0] |
| Die Ht | 172 um |
| YS chip area | 8620 um2 |
| Worst path slowest cell | ha_1 |
| Hold Crit Class | primary input to output port |
| YS warnings | 0 |
| Fp util | 0.308 |
| Yosys top cell by area | ha_1 |
| Worst Tran Pin Value | 0.847 ns |
| Antenna violations before repair | 1 |
| Relative slew slack | 0.432 |
| CLK BUF | 0 |
| Final std cells w/o fill | 1666 |
| Critical Path Sink Type | output port |
| Die area | 29400 um2 |
| CP cell instances | buf_2 -> buf_4 -> inv_1 -> buf_4 -> ha_1 -> nor3_1 -> o31ai_1 -> a31oi_1 -> nor2b_2 -> o211ai_1 -> a221o_1 -> a31oi_1 -> a21oi_1 -> o21ai_0 -> clkdlybuf4s50_1 |
| Postcts setup bufs | 0 |
| Routed Antenna Nets | 0 |
| Cells after synthesis | 1264 |
| Syn Area/Cell | 6.82 um2 |
| Chip Width | 172 um |
| First-pass GRT wire length | 61300 um |
| CTS Hold Bufs | 0 |
| Placed Area | 9790 um2 |
| Comb area | 7790 um2 |
| Post-cts sizing count | 0 |
| TNS Setup | 0 ns |
| Top cells by area, synth | ha_1 14%, mux4_2 11%, a21oi_1 7.9%, nor2_1 7.3%, o21ai_0 5.6% |
| Pwr per Cell Area | 33.8 nW/um2 |
| Via/cell ratio | 6.20 |
| Max-slew violations | 0 |
| Drc violations | 0 |
| Worst path depth | 15 |
| Final WS setup | 6.14 ns |
| Final Hold Viols | 0 |
| Register area share after synthesis | 0 |
| Final setup vio count | 0 |
| Hold depth | 6 |
| Max-area cell share | 0.141 |
| Pint | 132 uW |
| Most frequent cells after synthesis | 168 x nor2_1, 136 x a21oi_1, 97 x ha_1, 97 x o21ai_0, 95 x inv_1 |
| Routed wire per std cell | 24.6 um |
| Fin crit share | 0.649 |
| Finished Cell Area | 9790 um2 |
| I/O Buffers | 100 |
| Dpl hpwl | 32000 um |
| DP Worst Slack | 6.21 ns |
| Status | finished, final reports clean |
| Largest net degree at the start of global routing | 66 |
| Vias in the first global route | 9812 |
| GRT Total Usage | 0.284 |
| Delay-heaviest family, CP | AND-OR/OR-AND gates |
| Sw Pwr | 199 uW |
| Most common cell in the netlist | nor2_1 |
| 1st-pass router iterations | 5 |
| I/O pin cnt | 100 |
| Switching share of total power | 0.600 |
| Registers | 0 |
| GPL Wtd Cong | 1.03 |
| Crit Path Max Fanout | 62 |
| Startpoint types | primary input |
| Mapped Area | 8620 um2 |
| Hold Slack | 8.14 ns |
| Crit path largest cell delay | 0.54 ns |
| Total routed wirelength | 41000 um |
| Fin crit period | 11.36 ns |
| Critical Path Start | operand_b[2] |
| CP Data Required Time | 14.00 ns |
| Max-Cap Viols | 0 |
| Peak Freq | 0.0880 GHz |
| Core footprint | 28000 um2 |
| Sequential Area | 0 um2 |
| Yosys Instances | 1264 |
| Total via count in the routed design | 10300 |
| VDD IR max | 0.0121 mV |
| WS Path Type | primary input to output port |
| Cell Rows | 61 |
| Post-synth cell types | 86 |
| DR iter-0 viols | 1146 |
| Critical Path AT | 7.86 ns |
| RSZ-0062 raised after global routing | no |
| Leak pwr | 0.00399 uW |
| Critical path buffer and inverter count | 5 |
[layer usage]
metal | routed length (um) | vias to the layer above | track usage
met1 | 17600 | 4949 | 0.406
met4 | 1210 | 0 | 0.0769
met3 | 4280 | 81 | 0.0625
met2 | 17900 | 560 | 0.432
met5 | 0 | - | 0
li1 | - | 4731 | -
[tightest hold or removal path, cell delays in order]
cell	delay [ns]
buf_2	0.08
buf_4	0.37
a21oi_1	0.11
nor2_1	0.09
a21oi_1	0.05
clkdlybuf4s50_1	0.39
[per-stage QoR]
stage | total power (uW) | utilization
final | 331 | 0.350
after global routing | 355 | 0.349
after CTS | 324 | 0.349
after detailed placement | 322 | 0.349
after global placement | 324 | 0.349
after floorplan | 203 | -
[area by class of cell]
| type | instances | area share |
|---|---|---|
| tap | 378 | 0.0483 |
| inverter | 98 | 0.0376 |
| multi-input combinational | 1064 | 0.795 |
| antenna | 2 | 0.000511 |
| timing repair buffer | 124 | 0.118 |
[cells in the final DEF (no fill, tap or decap), types with 7 or more instances in the layout]
| master | count |
|---|---|
| nor2_1 | 168 |
| a21oi_1 | 136 |
| o21ai_0 | 97 |
| ha_1 | 97 |
| inv_1 | 95 |
| clkdlybuf4s50_1 | 95 |
| nand2_1 | 88 |
| mux2i_1 | 48 |
| mux4_2 | 44 |
| nor3_1 | 26 |
| buf_4 | 25 |
| a211oi_1 | 23 |
| o211ai_1 | 22 |
| a221oi_1 | 18 |
| nand3_1 | 17 |
| o22ai_1 | 17 |
| a31oi_1 | 14 |
| mux2_2 | 14 |
| o221ai_1 | 14 |
| nand2b_1 | 13 |
| o21bai_1 | 13 |
| xnor2_1 | 12 |
| nor4_1 | 11 |
| a21o_1 | 10 |
| nor2b_1 | 9 |
| a221o_1 | 9 |
| o21a_1 | 9 |
| and2_1 | 8 |
| o31ai_1 | 8 |
| and3_1 | 7 |
| or3_1 | 7 |
| a211o_1 | 7 |
| xor2_1 | 7 |
[how the worst min path moves through the flow]
| stage | to | slack (ns) | start |
|---|---|---|---|
| finish | result[1] | 8.14 | alu_op[0] |
| global route | result[1] | 8.19 | alu_op[0] |
| CTS | result[1] | 8.12 | alu_op[0] |
[power groups by stage]
stage | clock, uW | sequential [uW] | combinational (uW)
4_1_cts | 0 | 0 | 324
5_1_grt | 0 | 0 | 355
[logic make-up after synthesis]
family,after synthesis,synth area share
multiplexers,106,0.189
XOR/XNOR,19,0.0193
buffers and inverters,200,0.0966
adder cells (fa/ha/maj),99,0.145
AND-OR/OR-AND,459,0.349
AND/OR/NAND/NOR,381,0.201
Power is estimated from default activity; no workload was simulated.
